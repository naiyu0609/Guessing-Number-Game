===== flow/run.sh =====
#!/bin/bash
# OpenROAD 26Q1-2900-gdf79404cd8, Yosys 0.63+post, stock flow scripts
make -C /OpenROAD-flow-scripts/flow DESIGN_CONFIG=/design/flow/config.mk WORK_HOME=/design/flow/orfs finish

===== flow/config.mk =====
export PLATFORM = sky130hd
export DESIGN_NAME = gn
export DESIGN_NICKNAME = gn
export VERILOG_FILES = /design/flow/design.v
export SDC_FILE = /design/flow/constraint.sdc
export NUM_CORES = 4
export LEC_CHECK = 1
export CORE_UTILIZATION = 40

===== flow/constraint.sdc =====
current_design gn

set clk_period 7.7
set clk_io_pct 0.2

create_clock -name clk0 -period $clk_period [get_ports {clk}]

set non_clock_inputs [all_inputs -no_clocks]
set_input_delay [expr $clk_period * $clk_io_pct] -clock clk0 $non_clock_inputs
set_output_delay [expr $clk_period * $clk_io_pct] -clock clk0 [all_outputs]

===== flow/design.v =====
module gn(clk,rst,start,keyb,max_ten,max_unit,min_ten,min_unit,g_ten,g_unit);
input clk,rst,start;
input [6:0]keyb;
output reg [7:0]max_ten,max_unit,min_ten,min_unit,g_ten,g_unit;
reg [6:0]max_number,min_number,g_number_ten,g_number_unit;
reg [6:0]c_number=7'd43;
reg [3:0]state;
reg [6:0]seed=7'd93;
parameter zero=8'hC0,
		  one=8'hF9,
		  two=8'hA4,
		  three=8'hB0,
		  four=8'h99,
		  five=8'h92,
		  six=8'h82,
		  seven=8'hF8,
		  eight=8'h80,
		  nine=8'h90,
		  blank=8'hFF;
always @(posedge clk or negedge rst)
begin
	if(!rst)
	begin
		max_number=7'd99;
		min_number=7'd0;
		g_number_ten=7'd0;
		g_number_unit=7'd0;
		max_ten=nine;
		max_unit=nine;
		min_ten=zero;
		min_unit=zero;
		g_ten=8'd0;
		g_unit=8'd0;
		state=4'd0;
	end
	else
	begin
		case(state)
			4'd0:
			begin
				seed[0] <= seed[6];
				seed[1] <= (c_number[1])? seed[0]^seed[6]:seed[0];
				seed[2] <= (c_number[2])? seed[1]^seed[6]:seed[1];
				seed[3] <= (c_number[3])? seed[2]^seed[6]:seed[2];
				seed[4] <= (c_number[4])? seed[3]^seed[6]:seed[3];
				seed[5] <= (c_number[5])? seed[4]^seed[6]:seed[4];
				seed[6] <= (c_number[6])? seed[5]^seed[6]:seed[5];
				c_number[0] <= c_number[6];
				c_number[1] <= (seed[1])? c_number[0]^c_number[6]:c_number[0];
				c_number[2] <= (seed[2])? c_number[1]^c_number[6]:c_number[1];
				c_number[3] <= (seed[3])? c_number[2]^c_number[6]:c_number[2];
				c_number[4] <= (seed[4])? c_number[3]^c_number[6]:c_number[3];
				c_number[5] <= (seed[5])? c_number[4]^c_number[6]:c_number[4];
				c_number[6] <= (seed[6])? c_number[5]^c_number[6]:c_number[5];
				state = (start)? 4'd0:4'd1;
			end
			4'd1:
			begin
				c_number[0] <= c_number[6];
				c_number[1] <= (seed[1])? c_number[0]^c_number[6]:c_number[0];
				c_number[2] <= (seed[2])? c_number[1]^c_number[6]:c_number[1];
				c_number[3] <= (seed[3])? c_number[2]^c_number[6]:c_number[2];
				c_number[4] <= (seed[4])? c_number[3]^c_number[6]:c_number[3];
				c_number[5] <= (seed[5])? c_number[4]^c_number[6]:c_number[4];
				c_number[6] <= (seed[6])? c_number[5]^c_number[6]:c_number[5];
				g_ten=blank;
				g_unit=blank;
				state = 4'd2;
			end
			4'd2:
			begin
				c_number <= c_number%100;
				case(keyb)
					7'b0110111:
					begin
						g_number_ten=7'd10;
						g_ten=one;
						state=4'd3;
					end
					7'b1010111:
					begin
						g_number_ten=7'd20;
						g_ten=two;
						state=4'd3;
					end
					7'b1100111:
					begin
						g_number_ten=7'd30;
						g_ten=three;
						state=4'd3;
					end
					7'b0111011:
					begin
						g_number_ten=7'd40;
						g_ten=four;
						state=4'd3;
					end
					7'b1011011:
					begin
						g_number_ten=7'd50;
						g_ten=five;
						state=4'd3;
					end
					7'b1101011:
					begin
						g_number_ten=7'd60;
						g_ten=six;
						state=4'd3;
					end
					7'b0111101:
					begin
						g_number_ten=7'd70;
						g_ten=seven;
						state=4'd3;
					end
					7'b1011101:
					begin
						g_number_ten=7'd80;
						g_ten=eight;
						state=4'd3;
					end
					7'b1101101:
					begin
						g_number_ten=7'd90;
						g_ten=nine;
						state=4'd3;
					end
					7'b1011110:
					begin
						g_number_ten=7'd0;
						g_ten=zero;
						state=4'd3;
					end
					default: state=4'd2;
				endcase
			end
			4'd3:
			begin
				case(keyb)
					7'b0110111:
					begin
						g_number_unit=7'd1;
						g_unit=one;
						state=4'd4;
					end
					7'b1010111:
					begin
						g_number_unit=7'd2;
						g_unit=two;
						state=4'd4;
					end
					7'b1100111:
					begin
						g_number_unit=7'd3;
						g_unit=three;
						state=4'd4;
					end
					7'b0111011:
					begin
						g_number_unit=7'd4;
						g_unit=four;
						state=4'd4;
					end
					7'b1011011:
					begin
						g_number_unit=7'd5;
						g_unit=five;
						state=4'd4;
					end
					7'b1101011:
					begin
						g_number_unit=7'd6;
						g_unit=six;
						state=4'd4;
					end
					7'b0111101:
					begin
						g_number_unit=7'd7;
						g_unit=seven;
						state=4'd4;
					end
					7'b1011101:
					begin
						g_number_unit=7'd8;
						g_unit=eight;
						state=4'd4;
					end
					7'b1101101:
					begin
						g_number_unit=7'd9;
						g_unit=nine;
						state=4'd4;
					end
					7'b1011110:
					begin
						g_number_unit=7'd0;
						g_unit=zero;
						state=4'd4;
					end
					7'b0111110:
					begin
						g_number_ten=7'd0;
						g_ten=blank;
						state=4'd2;
					end
					default: state=4'd3;
				endcase
			end
			4'd4:
			begin
				case(keyb)
					7'b1101110:
					begin
						if((g_number_ten+g_number_unit>max_number)||(g_number_ten+g_number_unit<min_number)) 
						begin
							g_number_ten=7'd0;
							g_ten=blank;
							g_number_unit=7'd0;
							g_unit=blank;
							state=4'd2;
						end
						else if(g_number_ten+g_number_unit>c_number) state=4'd5;
						else if(g_number_ten+g_number_unit<c_number) state=4'd6;
						else state=4'd7;
					end
					7'b0111110:
					begin
					    g_number_ten=7'd0;
						g_ten=blank;
						g_number_unit=7'd0;
						g_unit=blank;
						state=4'd2;
					end
					default: state=4'd4;
				endcase
			end
			4'd5:
			begin
				max_ten=g_ten;
				max_unit=g_unit;
				max_number=g_number_ten+g_number_unit;
				g_ten=blank;
				g_unit=blank;
				state=4'd2;
			end
			4'd6:
			begin
				min_ten=g_ten;
				min_unit=g_unit;
				min_number=g_number_ten+g_number_unit;
				g_ten=blank;
				g_unit=blank;
				state=4'd2;
			end
			4'd7:
			begin
				max_ten=8'd0;
				max_unit=8'd0;
				min_ten=8'd0;
				min_unit=8'd0;
				g_ten=8'd0;
				g_unit=8'd0;
			end
		endcase
	end
end
endmodule

==> summary.txt <==
Status of the implementation.

- Entering global routing, the biggest net connects 47 pins.
- The tool warning count for the run is 25.
- The final antenna diode tally reported by the flow is 0.
- In this run the maximum-capacitance check reported violations numbering 0.
- Setup repair after global routing left no endpoint under its margin.
- The flow ran to the end, and the final reports show no timing, DRC or antenna violations.
- Per the skew report, the later register of the worst-skew pair sees a clock latency of 350 ps.
- The final wirelength is 11100 um, for reference.
- The standard cell core area is 12200 um2, for reference.
- The synthesized netlist devotes 14.3% of its cell area to compound gates.
- The most critical min-delay path falls under reg -> reg.
- The violation tally from detailed-route iteration zero is 206, for reference.
- The arrival time of data at the critical path endpoint is 4070 ps, for reference.
- The area fraction of the dominant cell type after synthesis is 33.2%, for reference.
- The post-synthesis share of cell area spent on xor and xnor gates is 3.12%, for reference.
- The fraction of the core area covered by cells at the end of the flow is 50.0%, for reference.
- The highest supply drop recorded on VDD is 135 uV.
- The first global-routing pass estimated 18500 um of wire.
- STA classifies the critical path startpoint as a primary input.
- Global routing finished with a remaining overflow of 0.
- The total of buffers placed on input and output ports is 57, for reference.
- The clock slew at the register clock pins of the worst setup and hold paths is 60 ps, for reference.
- For reference, the top logic cell family by area is simple AND/OR/NAND/NOR gates.
- According to the floorplan report, the die width is 114 um.
- The cell type contributing the most total cell area after synthesis is dfrtp_1, for reference.
- The leakage component of the power was reported as 2.51 nW.
- The maximum clock insertion buffer count is 2, for reference.
- Sorting the synthesized cells by area gives the leading types as dfrtp_1, edfxtp_1, dfstp_2.
- The number of hold-slack violations in the final timing report is 0, for reference.
- The number of global-route vias before repair is 3575.
- The routability congestion estimate is 0.876, for reference.
- The finished layout cell area is 6080 um2, for reference.
- The fraction of layout cells with a size suffix above 1 is 9.74%, for reference.
- The script logs the ratio of routed vias to standard cells as 5.23.
- The fraction of synthesized area in multiplexers is 8.76%, for reference.
- Per the OpenROAD floorplan log, the height of the die is 114 um.
- The number of core rows is 40, for reference.
- Global routing used 18.8% of the available tracks across all layers.
- The kind of end point of the critical path is a flop, for reference.
- The simple-gate share of the synthesized area is 15.2%, for reference.
- Counting distinct cell types in the post-synthesis netlist gives 67.
- The initial antenna violation count is 0, for reference.
- In the Yosys report the total cell count is 488.
- The slew at the pin with the worst max-slew slack is 739 ps, for reference.
- The register bit count reported by yosys is 94, for reference.
- The critical path in this run is classified as in -> reg.
- The cell area that synthesis handed to floorplanning was 5060 um2.
- The final max-slew violation count recorded for this run is 0.
- Dividing the detail-routed wire length by the instance count gives 15.6 um.
- The vias after detailed routing is 3727, for reference.
- For the finished layout, the period the worst path requires is 3840 ps.
- The detailed-route DRC error count is 0, for reference.
- CTS added clock buffers totalling 9.
- The number of H-tree levels is 3, for reference.
- The endpoint required time on the critical path is 7930 ps, for reference.
- The total power is 1.62 mW, for reference.
- The number of hold buffers added after cts is 0, for reference.
- The standard cell area after detailed placement is 5770 um2, for reference.
- The wire-length estimate of the detail-placed layout is 8190 um.
- In the finished design, the share of the clock period the worst path needs comes to 49.8%.
- The clock arrives with 9.16 ps of skew.
- The worst-path maximum fanout is 15, for reference.
- In the floorplan report the effective utilization is 41.6%.
- The count of nets left with antenna violations after detail routing is 0, for reference.
- The synthesized instance count is 488.
- Per the OpenROAD floorplan log, the area of the die is 13100 um2.
- The final tally of setup violations is 0, for reference.
- The maximum clock rate is 0.261 GHz, for reference.
- TritonCTS built the clock tree.
- In this run the post-CTS setup repair buffer count came out at 0.
- The first TritonRoute pass finished after 4 iterations.
- For this run, the register share of the synthesized area comes to 48.2%.
- In this run the mean area of a mapped cell was 10.4 um2.
- The post-synthesis adder-cell area fraction is 6.09%, for reference.
- The count of flip-flops with a built-in enable after synthesis is 14, for reference.
- Summed over all failing endpoints, the final setup total negative slack is 0 ps.
- The cell at the root of the clock tree is clkbuf_16, for reference.
- The areal power density over the cells is 267 nW/um2, for reference.
- The chip area line in the Yosys stat output reads 5060 um2.
- For this run, the number of Yosys warnings is 1.
- The floorplan report gives the top-level pin count as 58.
- The CTS log lists the clock sinks for this run as 94.
- The commonest register cell is dfrtp_1.
- In this run the tightest slew margin relative to its limit is 50.4%.
- The count of instances resized after the clock tree is built is 0, for reference.
- From synthesis to final layout, the design area changed by 20.3%.
- Yosys reported that registers with async set or reset make up 85.1%.
## flip-flops by register name, indices dropped and copies added, names as in the netlist
signal and cells:
max_ten 8, max_number 7, g_number_ten 6, g_number_unit 4
min_unit 8, g_unit 8, g_ten 8, state 8
max_unit 8, c_number 7, seed 7, min_ten 8
min_number 7
## cell type report
class                      instances  area (um2)
fill                            1123        6080
sequential                        94        2440
multi-input combinational        342        2400
timing repair buffer              62         606
clock buffer                      11         233
tap                              168         210
inverter                          30         113
clock inverter                     5        83.8
## path summary, 6_finish.rpt
| check | from | endpoint | slack (ps) | depth (start not counted) |
|---|---|---|---|---|
| max | keyb[3] | g_unit[0] | 3860 | 7 |
| min | max_number[1] | max_number[1] | 500 | 2 |
| max reg2reg | g_number_unit[1] | g_unit[0] | 3930 | 14 |
| min reg2reg | max_number[1] | max_number[1] | 500 | 2 |
| max in group asynchronous | rst | max_number[6] | 5570 | 2 |
| min in group asynchronous | rst | min_ten[2] | 1150 | 1 |
## Yosys cell counts, types with 4 or more instances
cell       n
inv_1     30
nand4_1    4
nand2_1   36
mux2_2     9
xor2_1     5
a31oi_1    7
edfxtp_1  14
ha_1      23
o31ai_1    4
a211oi_1   5
buf_4      5
dfrtp_1   67
mux2i_1   33
nor2b_1    5
clkbuf_1   9
o32a_1     4
nand2b_1   4
nand3_1    8
a21oi_1   17
dfstp_2   13
o21ai_0   20
a22o_1     4
nor2_1    64
a21o_1     6
buf_1      5
nand3b_1   4
a22oi_1    4
xnor2_1   13
nor3_1     5
and2_1     9
## through the flow
stage	instances	setup WS, ps	hold WS (ps)
after floorplan	488	4480	461
final	712	3860	498
after CTS	712	3930	501
after detailed placement	696	3570	494
after global placement	696	3630	479
after global routing	712	3680	520
## critical path, cell delays in order
cell             delay [ps]
clkdlybuf4s50_1         790
nand4b_4                190
nor2_1                  300
o311ai_1                210
and3_4                  220
a211oi_4                430
mux2_2                  390
## logic make-up after synthesis
group	count (synthesis)
xor gates and xnor gates	18
AOI/OAI and AO/OA	101
DFF	94
buffers and inverters	52
adders and majority gates	24
muxes	43
and+or+nand+nor	156
## metal layers
| metal | part of all wire (%) | vias to the layer above | global-route usage, % |
|---|---|---|---|
| met2 | 44 | 84 | 27.1 |
| met1 | 49 | 1792 | 31.3 |
| met4 | 1.7 | 0 | 2.42 |
| met5 | 0 | - | 0 |
| met3 | 5.4 | 12 | 4.10 |
| li1 | - | 1839 | - |
## placed cells by master (no fill, tap or decap), types with 6 or more instances in the layout
| cell type | count |
|---|---|
| dfrtp_1 | 67 |
| nor2_1 | 64 |
| clkdlybuf4s50_1 | 56 |
| nand2_1 | 36 |
| mux2i_1 | 33 |
| inv_1 | 30 |
| ha_1 | 23 |
| o21ai_0 | 20 |
| a21oi_1 | 17 |
| edfxtp_1 | 14 |
| xnor2_1 | 13 |
| dfstp_2 | 13 |
| and2_1 | 9 |
| mux2_2 | 9 |
| clkbuf_16 | 9 |
| nand3_1 | 8 |
| a31oi_1 | 7 |
| a21o_1 | 6 |
| buf_4 | 6 |
## where the power goes
group	switching [mW]	internal (mW)	leakage [nW]
logic	0.249	0.248	1.24
registers	0.0782	0.577	1.12
clock network	0.184	0.286	0.154
total	0.511	1.11	2.51
Power figures rest on the tool's default switching activity, not on a simulated workload.
